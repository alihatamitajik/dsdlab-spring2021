--- config.mk ---
export PLATFORM = sky130hd
export DESIGN_NAME = tcam
export DESIGN_NICKNAME = tcam
export VERILOG_FILES = /design/flow/design.v
export SDC_FILE = /design/flow/constraint.sdc
export NUM_CORES = 4
export LEC_CHECK = 1
export CORE_UTILIZATION = 50
--- constraint.sdc ---
current_design tcam

set clk_period 2.2
set clk_io_pct 0.2

create_clock -name clk0 -period $clk_period [get_ports {clk}]

set non_clock_inputs [all_inputs -no_clocks]
set_input_delay [expr $clk_period * $clk_io_pct] -clock clk0 $non_clock_inputs
set_output_delay [expr $clk_period * $clk_io_pct] -clock clk0 [all_outputs]
--- design.v ---
module pr_encoder_4_to_2 (
    D,       
    Y,       
    valid    
);
    input wire  [3:0] D;
    output wire [1:0] Y;
    output wire valid;
    assign Y[0] = D[3] || ((~D[2])&&D[1]);
    assign Y[1] = D[3] || D[2];
    assign valid = Y[1] || D[1] || D[0];
endmodule
module pr_encoder_16_to_4 (
    D,
    Y,
    valid
);
    input  wire [15:0] D;
    output wire [3:0] Y;
    output wire valid;
    wire valids [5:0];
    wire [1:0] results [3:0];
    pr_encoder_4_to_2 encoder1 (D[3:0], results[0], valids[0]);
    pr_encoder_4_to_2 encoder2 (D[7:4], results[1], valids[1]);
    pr_encoder_4_to_2 encoder3 (D[11:8],results[2], valids[2]);
    pr_encoder_4_to_2 encoder4 (D[15:12],results[3],valids[3]);
    pr_encoder_4_to_2 encoder5 ({valids[3],valids[2],valids[1],valids[0]},Y[3:2],);
    assign Y[1] = results[3][1] || results [2][1] || results [1][1] || results [0][1];
    assign Y[0] = results[3][0] || results [2][0] || results [1][0] || results [0][0];
    assign valid = valids [0] || valids [1] || valids [2] ||valids [3];
endmodule
module tcam (
    output wire [3:0] found_address,
    output wire hit,
    input [15:0] data,
    input write_readN,
    input [15:0] dontcare_mask,
    input [3:0] write_address,
    input clk,
    input resetN,
);
    reg [15:0] mem [0:15];
    reg [15:0] mem_dontcare_masks [0:15];
    reg  [15:0] result;
    pr_encoder_16_to_4 encoder (result, found_address, hit);
    integer i;
    always @(posedge clk) begin
        for (i = 0; i < 16; i = i + 1) begin
            result[i] <= ((mem[i] | mem_dontcare_masks[i]) == (data | mem_dontcare_masks[i]));
        end
    end
    always @(posedge clk or negedge resetN) begin
        if (~resetN) begin
            for (i = 0; i < 16; i = i + 1) begin
                mem[i] <= 16'b0;
                mem_dontcare_masks[i] <= 16'b0;
            end
        end
        else begin
            if (write_readN) begin
                mem[write_address] <= data;
                mem_dontcare_masks[write_address] <= dontcare_mask;
            end
        end
    end
endmodule
--- run.sh ---
#!/bin/bash
# OpenROAD 26Q1-2900-gdf79404cd8, Yosys 0.63+post, stock flow scripts
make -C /OpenROAD-flow-scripts/flow DESIGN_CONFIG=/design/flow/config.mk WORK_HOME=/design/flow/orfs finish
==> summary.txt <==
Implementation numbers.

- The type of destination of the critical path is a primary output.
- The beginning of the worst hold path is data[15].
- The cell area that synthesis handed to floorplanning was ~0.023 sq mm.
- Hold is met by just over 0.2 ns.
- After layout, the minimum clock period comes to roughly 2.2 ns.
- Once synthesis finished, the tally of register bits stood at between 500 and 600.
- The buffer depth of the longest clock path is 3.
- The depth of the most critical reg-to-reg path is 5.
- The worst supply voltage drop on vdd is 607 uV.
- For reference, the clock transition at the flip-flops on the worst setup and hold paths is 0.06 ns.
- Averaged over all synthesized cells, the footprint is 14.1 sq um.
- The number of instances in the synthesized netlist is roughly 1700.
- Per the final layout report, the fraction of cells sized above drive strength 1 comes to a little over a third.
- The cell depth of the worst min-delay path is 2.
- The number of core rows is 78.
- The maximum fanout count along the critical path is 2.
- The OpenROAD report gives the critical path a required time of about 1.8 ns.
- The final design instance area without fill is 0.0270 sq mm.
- For this run, the register share of the synthesized area comes to 56.2%.
- The stat command in Yosys gives a chip area of 0.0234 sq mm.
- The via count of the routed design is about 13000.
- Dividing the final minimum period by the clock period gives 101%.
- The launch point of the worst reg-to-reg path is mem[7][15]$_DFFE_PN0P_.
- Measured along the x axis, the die boundary spans between 200 and 250 um.
- Sequential cells burn 47.7% of the power.
- The category of the critical setup timing path is register to primary output.
- The chip occupies roughly 0.048 sq mm.
- Combinational logic is responsible for 18.4% of the overall power.
- As logged by OpenROAD, the buffers inserted on ports number ~43.
- In this run the standard cell core region covers 0.0458 sq mm.
- The share of flip-flops with an asynchronous set or reset after synthesis is between 90% and 100%.
- The script extracted a total leakage power of around 11 nW.
- The number of setup violations in the final report is 1.
- The worst min-delay path category is primary input to register.
- The least setup slack across all paths after layout is -0.0192 ns.
- The cell area power density is between 1000 and 1500 mW/mm^2.
- The CTS tree is done.
- For this block, the initial DRC count from the detailed router was approximately 600.
- The endpoint of the worst-slack reg-to-reg timing path is result[7]$_DFF_P_.
- The number of clock sinks seen by CTS is about 530.
- The internal portion of total power is around 0.021 W.
- The most used flip-flop cell is sky130_fd_sc_hd__dfrtp_1.
- The routed length per instance is 21.0 um.
- The pin closest to its max-slew limit shows a slew of approximately 0.48 ns.
- STA classifies the critical path startpoint as a register.
- The number of levels in the clock H-tree is 2.
- The switching power of the nets is 0.00691 W.
- Entering global routing, the biggest net connects ~79 pins.
- Relative to the synthesized area, the layout overhead comes to 15.6%.
- The number of antenna repair diodes is 0.
- The clock latency on the worst-skew pair is a little under 0.6 ns.
- After synthesis, the cell types taking the most area are sky130_fd_sc_hd__dfrtp_1 (55%), sky130_fd_sc_hd__mux2_2 (17%), sky130_fd_sc_hd__xnor2_1 (9.6%), sky130_fd_sc_hd__mux2_1 (4.8%), sky130_fd_sc_hd__mux2_4 (3.9%).
- The count of warning messages emitted by the tools is 27.
- The overall routed net length is approximately 49 mm.
- The cell type contributing the most total cell area after synthesis is sky130_fd_sc_hd__dfrtp_1.
- The synthesized design contains 0 enable-type register cells.
- Per the Yosys statistics, synthesis produced approximately 1700 cells.
- The number of slew-limit violations in the final report is 0.
- The hold violation count in the final report is 0.
- The max-cap violation count is 0.
- The flow ran to the end, but the final reports show violations.
- The reg2reg setup slack is about 0.44 ns.
- The final reports fail on negative setup slack.
- The remaining antenna violation count after routing is 0.
- The initial cell density of the core is between 50% and 60%.
- The number of top-level pins is between 40 and 50.
- The cell at the root of the clock tree is sky130_fd_sc_hd__clkbuf_16.
- The initial antenna violation count is 0.
- The switching part of the total is about a quarter.
- In the routed design, unresolved DRC markers number 0.
- The number of optimization iterations in the first detailed-route pass is 4.
- Global routing used a little under a quarter of the available tracks.
- The ratio of routed vias to standard cells is approximately 5.5.
- Measured along the y axis, the die boundary spans about 220 um.
- The final weighted congestion in routability-driven placement is 0.799.
- Across the routed clock network, the largest skew measured is about 0.015 ns.
- The highest clock frequency the design can meet is roughly 0.45 GHz.
- The share of Yosys cell area claimed by the top area cell type is 54.8%.
- The worst hold path terminates at mem[0][15]$_DFFE_PN0P_.
- Detailed placement reports a standard cell area of approximately 0.025 sq mm.
- Headroom to the max-slew limit came out at 67.8%.
- The count of unique library cells instantiated by Yosys is 25.
- Setup repair after global routing could not meet its margin everywhere.
- On the critical path the data arrives at 1.78 ns.
- According to the dpl log, the detail-placed design has an HPWL of a little under 30 mm.
- Global routing finished with a remaining overflow of 0.
- The clock network burns 33.9% of the power.
- The yosys warning tally is 4.
- The via count of the first global-routing pass is approximately 13000.
- The total clock buffers created by CTS is about 55.
- The global-route wire length before repair is ~79 mm.
[worst max path at each step]
stage | depth (start not counted) | end | start | slack [ns]
6_report | 4 | found_address[0] | result[3]$_DFF_P_ | -0.02
5_1_grt | 4 | found_address[0] | result[3]$_DFF_P_ | -0.12
4_1_cts | 3 | hit | result[2]$_DFF_P_ | -0.12
[what timing repair did]
action	in CTS	in global routing
hold buffers	2	0
endpoints found under the hold margin	42	0
endpoints found under the setup margin	5	4
gates resized	20	7
setup buffers	3	2
pin swaps	6	4
[state kept, by name, summed over array words and instances (netlist names)]
| signal | flops |
|---|---|
| mem | 256 |
| result | 16 |
| mem_dontcare_masks | 256 |
[synth_stat cells, drive strengths merged, types with 2 or more instances]
cell type	instances
xnor2	256
dfxtp	16
clkbuf	64
or3	6
o22ai	128
dfrtp	512
or4	32
buf	72
nor4	7
nand3	2
inv	5
nor3	5
nand2b	4
mux2	512
nor2	20
nand2	7
[per-stage QoR]
step	power (W)	setup TNS [ns]	cells	setup WS, ns	utilization, %
final	0.0276	-0.0192	2351	-0.0192	59.0
after global routing	0.0291	-0.118	2351	-0.116	59.0
after CTS	0.0280	-0.181	2350	-0.115	58.9
after detailed placement	0.0185	-7.12	2246	-0.0993	54.7
after global placement	0.0183	-6.45	2246	-0.0937	54.7
after floorplan	0.0170	0	1652	0.364	-
[area by class of cell]
| cell class | instances | area (sq um) |
|---|---|---|
| fillers | 3512 | 18800 |
| repair buffers | 136 | 1580 |
| well taps | 600 | 751 |
| clock inverters | 19 | 255 |
| clock buffers | 80 | 1570 |
| inverters | 5 | 18.8 |
| flip-flops and latches | 528 | 13100 |
| multi-input cells | 983 | 9700 |
[logic make-up (layout without fill, tap and decap cells)]
family          Yosys count  in the layout  synth area share [%]
simple gates             85             85                  2.25
flops                   528            528                  56.2
xor+xnor                256            256                  9.59
mux                     512            512                  25.6
buf+inv                 141            240                  2.82
compound gates          130            130                  3.51
[layer usage]
layer	vias to the layer above	part of all wire (%)	track usage, %
met5	-	0	0
met1	6703	45	35.5
met3	64	4.6	4.56
met2	163	48	36.2
met4	0	1.7	3.26
li1	5983	-	-
[power by group through the flow]
stage	Combinational (W)	Sequential [W]	Clock, W
final	0.00508	0.0132	0.00937
after global routing	0.00560	0.0135	0.0100
after CTS	0.00516	0.0132	0.00964
[cell usage in the layout (no fill, tap or decap), types with 2 or more instances in the layout]
master	instances
sky130_fd_sc_hd__buf_12	41
sky130_fd_sc_hd__buf_2	18
sky130_fd_sc_hd__buf_4	50
sky130_fd_sc_hd__bufinv_16	6
sky130_fd_sc_hd__clkbuf_1	15
sky130_fd_sc_hd__clkbuf_16	55
sky130_fd_sc_hd__clkbuf_8	10
sky130_fd_sc_hd__clkdlybuf4s50_1	21
sky130_fd_sc_hd__clkinv_2	10
sky130_fd_sc_hd__dfrtp_1	512
sky130_fd_sc_hd__dfxtp_1	10
sky130_fd_sc_hd__dfxtp_2	6
sky130_fd_sc_hd__inv_1	5
sky130_fd_sc_hd__mux2_1	99
sky130_fd_sc_hd__mux2_2	353
sky130_fd_sc_hd__mux2_4	60
sky130_fd_sc_hd__nand2_1	6
sky130_fd_sc_hd__nand2b_1	4
sky130_fd_sc_hd__nand3_1	2
sky130_fd_sc_hd__nor2_1	18
sky130_fd_sc_hd__nor2_2	2
sky130_fd_sc_hd__nor3_4	5
sky130_fd_sc_hd__nor4_2	2
sky130_fd_sc_hd__nor4_4	4
sky130_fd_sc_hd__o22ai_1	128
sky130_fd_sc_hd__or3_1	4
sky130_fd_sc_hd__or3_2	2
sky130_fd_sc_hd__or4_1	32
sky130_fd_sc_hd__xnor2_1	256
[critical path, stage by stage (launching register included)]
cell,delay [ns]
sky130_fd_sc_hd__dfxtp_2,0.33
sky130_fd_sc_hd__nor4_4,0.30
sky130_fd_sc_hd__o221ai_2,0.13
sky130_fd_sc_hd__a221o_1,0.30
sky130_fd_sc_hd__buf_2,0.13
Power and IR drop assume default switching activity.
