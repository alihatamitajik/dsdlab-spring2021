===== design/flow/config.mk =====
export PLATFORM = sky130hd
export DESIGN_NAME = processor
export DESIGN_NICKNAME = processor
export VERILOG_FILES = /design/flow/design.v
export SDC_FILE = /design/flow/constraint.sdc
export NUM_CORES = 4
export LEC_CHECK = 1
export CORE_UTILIZATION = 30

===== design/flow/design.v =====
module processor (
    output signed [7:0] direct_read_data,
    input [7:0] direct_read_address,
    input [7:0] direct_write_address,
    input signed [7:0] direct_write_data,
    input direct_memory_write,
    input clk,
    input resetN,
    input haltN
);
    localparam PUSHC = 4'b0000;
    localparam PUSH = 4'b0001;
    localparam POP = 4'b0010;
    localparam JUMP = 4'b0011;
    localparam JZ = 4'b0100;
    localparam JS = 4'b0101;
    localparam ADD = 4'b0110;
    localparam SUB = 4'b0111;
    reg [7:0] pc, next_pc;
    reg z_flag, s_flag, push, pop, mem_write;
    reg [3:0] stack_pointer;  
    reg signed [7:0] stack_mem [0:7];
    reg signed [7:0] data_to_memory, data_to_stack;
    wire stack_full = (stack_pointer == 8);
    wire stack_empty = (stack_pointer == 0);
    wire [7:0] top_of_stack = stack_empty ? 0 : stack_mem[stack_pointer - 1];
    wire [11:0] instruction = {data_memory[pc][7:4], data_memory[pc + 1][7:0]};
    wire [3:0] opcode = instruction[11:8];
    wire [7:0] operand = instruction[7:0];
    reg signed [7:0] data_memory [0:255];
    wire [7:0] memory_read_address = operand;
    wire [7:0] memory_write_address = operand;
    wire [7:0] data_from_memory = data_memory[memory_read_address];
    assign direct_read_data = data_memory[direct_read_address];
    always @(*) begin
        next_pc = pc + 1;
        push = 0;
        pop = 0;
        mem_write = 0;
        case (opcode)
            PUSHC: begin
                next_pc = pc + 2;
                push = 1;
                data_to_stack = operand;
            end
            PUSH: begin
                next_pc = pc + 2;
                push = 1;
                data_to_stack = data_from_memory;
            end
            POP: begin
                next_pc = pc + 2;
                pop = 1;
                mem_write = 1;
                data_to_memory = top_of_stack;
            end
            JUMP: begin
                pop = 1;
                next_pc = top_of_stack;
            end
            JZ: begin
                if (z_flag) begin
                    pop = 1;
                    next_pc = top_of_stack;
                end
            end
            JS: begin
                if (s_flag) begin
                    pop = 1;
                    next_pc = top_of_stack;
                end
            end
        endcase
    end
    integer i;
    always @(posedge clk or negedge resetN) begin
        if (~resetN) begin
            pc <= 0;
            z_flag <= 0;
            s_flag <= 0;
            stack_pointer <= 0;
            for (i = 0; i < 256; i = i + 1) begin
                data_memory[i] <= 8'b0;
            end
        end
        else if (haltN) begin
            pc <= next_pc;
            case (opcode)
                ADD: begin
                    stack_mem[stack_pointer - 2] <= stack_mem[stack_pointer - 1] + stack_mem[stack_pointer - 2];
                    stack_pointer <= stack_pointer - 1;
                    z_flag <= (stack_mem[stack_pointer - 1] + stack_mem[stack_pointer - 2] == 0);
                    s_flag <= (stack_mem[stack_pointer - 1] + stack_mem[stack_pointer - 2] < 0);
                end
                SUB: begin
                    stack_mem[stack_pointer - 2] <= stack_mem[stack_pointer - 2] - stack_mem[stack_pointer - 1];
                    stack_pointer <= stack_pointer - 1;
                    z_flag <= (stack_mem[stack_pointer - 2] - stack_mem[stack_pointer - 1] == 0);
                    s_flag <= (stack_mem[stack_pointer - 2] - stack_mem[stack_pointer - 1] < 0);
                end
                default: begin
                    if (pop & ~stack_empty) begin
                        stack_pointer <= stack_pointer - 1;
                    end
                    if (push & ~stack_full) begin
                        stack_mem[stack_pointer] <= data_to_stack;
                        stack_pointer <= stack_pointer + 1;
                    end
                    if (mem_write) begin
                        data_memory[memory_write_address] <= data_to_memory;
                    end
                end
            endcase
        end
        else begin
            if (direct_memory_write) begin
                data_memory[direct_write_address] <= direct_write_data;
            end
        end
    end
endmodule

===== design/flow/constraint.sdc =====
current_design processor

set clk_period 30.3
set clk_io_pct 0.2

create_clock -name clk0 -period $clk_period [get_ports {clk}]

set non_clock_inputs [all_inputs -no_clocks]
set_input_delay [expr $clk_period * $clk_io_pct] -clock clk0 $non_clock_inputs
set_output_delay [expr $clk_period * $clk_io_pct] -clock clk0 [all_outputs]

===== design/flow/run.sh =====
#!/bin/bash
# OpenROAD 26Q1-2900-gdf79404cd8, Yosys 0.63+post, stock flow scripts
make -C /OpenROAD-flow-scripts/flow DESIGN_CONFIG=/design/flow/config.mk WORK_HOME=/design/flow/orfs finish

==> out/metrics.yaml <==
status: "aborted with a tool error"
haltStage: "global routing"
firstError: "[ERROR GRT-0116] Global routing finished with congestion. Check the congestion regions in the DRC Viewer."
ios: 36
unclocked_regs: 16
top_cells_by_area: "dfrtp_1 (37%), mux2_2 (9.2%), a22oi_1 (6.8%), a21oi_1 (5.0%), nor2_1 (4.7%)"
cts_buffers: 271
cts_resized: 0
chipHeight_um: 687
synthesis.area_um2: 141000
track_usage: 1.19
cts-root-buf: "clkbuf_16"
placedCellCount: 24300
postCtsSetupBuffers: 0
place_hpwl_um: 2080000
grt_pass1_vias: 243000
grt_max_degree: 148
hold_buffers: 0
ff_type: "dfrtp_1"
synth-seq-cells: 2142
htreeDepth: 5
ys_chip_area_um2: 141000
portBuffers: 35
synth_top_area_share: 0.367
gp_congestion: 2.01
row_count: 251
chipWidth_um: 687
untimed_endpoints: 16
cts.path.max_buffers: 4
synth_async_sr_flop_share: 0.963
ys_cells: 15800
gr-total-overflow: 81200
avgSynthCellArea_um2: 8.89
place_ws_ps: 11910
top_area_cell: "dfrtp_1"
yosys_warnings: 3
synth_cell_types: 109
synth-edff-count: 64
synthCells: 15800
grt_pass1_wl_um: 3480000
fp_util: 0.301
==> cells by family after synthesis <==
kind of cell	Yosys count	share of synthesized area
DFF	2126	0.381
and+or+nand+nor	5116	0.177
latches	16	0.00171
xor gates and xnor gates	38	0.00271
buffers and inverters	1576	0.0436
adders and majority gates	47	0.00434
AOI/OAI and AO/OA	5628	0.289
muxes	1270	0.101
==> metal layers <==
layer,GRT overflow,track usage
met1,9040,1.05
met2,55800,1.55
met3,6688,1.00
met4,9040,1.10
met5,599,0.932
==> metrics by stage <==
stage          hold WS (ps)  cell area (um^2)
3_3_place_gp            490            174000
3_5_place_dp            491            174000
4_1_cts                 504            184000
2_1_floorplan           464            141000
==> cells in the mapped netlist (72+ instances only) <==
cell type  number
nor3_1        520
o21ai_0       284
mux2i_1       109
o22ai_1       197
a32oi_1       328
a22o_1        544
nor2_1       1778
buf_1         168
mux2_2       1151
a222oi_1      133
buf_2         138
and3_1        162
clkbuf_1     1185
a22oi_1      1266
a221oi_1      461
nand3_1       878
a21oi_1      1398
nor4_1        235
nand2_1       594
a31oi_1       180
a32o_1        150
nand4_1       522
inv_1          72
a2111oi_0      90
dfrtp_1      2062
a211oi_1       93
